## flow/design.v

```verilog
`timescale 1ns / 1ps
module Reg_File(
    clk_i,
	nrst_i,
    RSaddr_i,
    RTaddr_i,
    RDaddr_i,
    RDdata_i,
    RegWrite_i,
    RSdata_o,
    RTdata_o
    );
input           clk_i;
input           nrst_i;
input           RegWrite_i;
input  [5-1:0]  RSaddr_i;
input  [5-1:0]  RTaddr_i;
input  [5-1:0]  RDaddr_i;
input  [64-1:0] RDdata_i;
output [64-1:0] RSdata_o;
output [64-1:0] RTdata_o;   
reg  signed [64-1:0] REGISTER_BANK [0:32-1];      
wire        [64-1:0] RSdata_o;
wire        [64-1:0] RTdata_o;
assign RSdata_o = REGISTER_BANK[RSaddr_i] ;
assign RTdata_o = REGISTER_BANK[RTaddr_i] ;   
always @( posedge clk_i ) begin
    if(nrst_i == 0) begin
	    REGISTER_BANK[0]  <= 0; REGISTER_BANK[1]  <= 0; REGISTER_BANK[2]  <= 0; REGISTER_BANK[3]  <= 0;
	    REGISTER_BANK[4]  <= 0; REGISTER_BANK[5]  <= 0; REGISTER_BANK[6]  <= 0; REGISTER_BANK[7]  <= 0;
        REGISTER_BANK[8]  <= 0; REGISTER_BANK[9]  <= 0; REGISTER_BANK[10] <= 0; REGISTER_BANK[11] <= 0;
	    REGISTER_BANK[12] <= 0; REGISTER_BANK[13] <= 0; REGISTER_BANK[14] <= 0; REGISTER_BANK[15] <= 0;
        REGISTER_BANK[16] <= 0; REGISTER_BANK[17] <= 0; REGISTER_BANK[18] <= 0; REGISTER_BANK[19] <= 0;      
        REGISTER_BANK[20] <= 0; REGISTER_BANK[21] <= 0; REGISTER_BANK[22] <= 0; REGISTER_BANK[23] <= 0;
        REGISTER_BANK[24] <= 0; REGISTER_BANK[25] <= 0; REGISTER_BANK[26] <= 0; REGISTER_BANK[27] <= 0;
        REGISTER_BANK[28] <= 0; REGISTER_BANK[29] <= 0; REGISTER_BANK[30] <= 0; REGISTER_BANK[31] <= 0;
	end
    else begin
        if(RegWrite_i) 
            REGISTER_BANK[RDaddr_i] <= RDdata_i;	
		else 
		    REGISTER_BANK[RDaddr_i] <= REGISTER_BANK[RDaddr_i];
	end
end
endmodule     
```

## flow/constraint.sdc

```tcl
current_design Reg_File

set clk_period 28.5
set clk_io_pct 0.2

create_clock -name clk0 -period $clk_period [get_ports {clk_i}]

set non_clock_inputs [all_inputs -no_clocks]
set_input_delay [expr $clk_period * $clk_io_pct] -clock clk0 $non_clock_inputs
set_output_delay [expr $clk_period * $clk_io_pct] -clock clk0 [all_outputs]
```

## flow/config.mk

```make
export PLATFORM = sky130hd
export DESIGN_NAME = Reg_File
export DESIGN_NICKNAME = Reg_File
export VERILOG_FILES = /design/flow/design.v
export SDC_FILE = /design/flow/constraint.sdc
export NUM_CORES = 4
export LEC_CHECK = 1
export CORE_UTILIZATION = 50
```

## flow/run.sh

```bash
#!/bin/bash
# OpenROAD 26Q1-2900-gdf79404cd8, Yosys 0.63+post, stock flow scripts
make -C /OpenROAD-flow-scripts/flow DESIGN_CONFIG=/design/flow/config.mk WORK_HOME=/design/flow/orfs finish
```

==> results.sh <==
# yosys + openroad results
export IMPL_clock_fmax_mhz=59.9
export IMPL_cts_root_buf="clkbuf_16"
export IMPL_synth_cells=7046
export IMPL_synthToLayoutAreaGrowth_pct=12.2
export IMPL_top_area_share_pct=57.4
export IMPL_cts_tree="yes"
export IMPL_drt_pre_antenna_iters=26
export IMPL_cts_sinks=2048
export IMPL_synth_stat_cells=7046
export IMPL_yosys_top_cells_area="edfxtp_1 (57%), mux4_2 (18%), and2_1 (12%), mux2i_1 (2.7%), o22ai_1 (1.8%)"
export IMPL_via_count=69843
export IMPL_globalRouteOverflowTotal=0
export IMPL_critical_path_class="primary input to output port"
export IMPL_fin_crit_ns=16.70
export IMPL_netlist_area_um2=107000
export IMPL_regMostFlops="REGISTER_BANK"
export IMPL_fin_util_pct=56.6
export IMPL_grt_start_max_net_pins=77
export IMPL_holdPathStages=2
export IMPL_p_per_area_nw_per_um2=61.2
export IMPL_synth_flop_count=2048
export IMPL_num_io_pins=210
export IMPL_cts_buffers=220
export IMPL_ctsLongestPathBuffers=3
export IMPL_cp_data_required_time_ns=22.80
export IMPL_cap_violations=0
export IMPL_finalInstanceArea_um2=120000
export IMPL_grt_pass1_vias=74334
export IMPL_stdcell_count=10178
export IMPL_postSynthSeqShare_pct=57.4
export IMPL_hpwlAfterDp_um=255000
export IMPL_clkTransAtPathRegs_ns=0.06
export IMPL_crit_path_max_fanout=54
export IMPL_drc_errors=0
export IMPL_first_iter_violations=5805
export IMPL_avgSynthCellArea_um2=15.2
export IMPL_vias_per_cell=6.86
export IMPL_routed_wl_um=441000
export IMPL_yosys_area_top_type="edfxtp_1"
export IMPL_top_cell="and2_1"
export IMPL_grt_use_total_pct=45.9
export IMPL_warning_count=26
export IMPL_dieWidth_um=465
export IMPL_post_cts_buffers=0
export IMPL_drtAntennaViolNets=0
export IMPL_relSlewSlack_pct=13.7
export IMPL_largest_reg_flops=2048
export IMPL_die_y_um=465
export IMPL_period_used_pct=58.6
export IMPL_edf_count=2048
export IMPL_num_rows=169
export IMPL_fp_util_pct=50.4
export IMPL_cts_max_level=4
export IMPL_ys_async_sr_fraction_pct=0
export IMPL_drv_slew=0
export IMPL_chipArea_um2=216000
export IMPL_cp_arrival_ns=11.00
export IMPL_critPathCapture="RTdata_o[39]"
export IMPL_crit_start="RTaddr_i[1]"
export IMPL_flop_cell="edfxtp_1"
export IMPL_hold_path_class="primary input to flop"
export IMPL_portBuffers=209
export IMPL_antenna_found_initial=63
export IMPL_dp_cells=9713
export IMPL_hold_buffers=0
export IMPL_total_power_mw=7.36
export IMPL_synth_distinct_cells=44
export IMPL_core_area_um2=213000
export IMPL_startpoint_type="primary input"
export IMPL_setup_violations=0
export IMPL_placed_area_um2=113000
export IMPL_yosys_area_um2=107000
export IMPL_yosysWarnings=1
export IMPL_hold_violations=0
export IMPL_layout_drive_gt1_share_pct=23.6
export IMPL_worst_pin_slew_ns=1.28
export IMPL_ir_drop_mv=0.0658
export IMPL_top_regs="REGISTER_BANK x2048"
export IMPL_post_drt_wl_per_cell_um=43.3
export IMPL_outcome="finished, final reports clean"
export IMPL_leakage_nw=41.1
export IMPL_synthTopCellsByCount="and2_1 (2,055), edfxtp_1 (2,048), mux4_2 (867)"
export IMPL_post_cts_resized=0
export IMPL_timing_setup_tns_ns=0
export IMPL_grt_pass1_wl_um=600000
export IMPL_rsz0062_at_grt="no"
export IMPL_gp_congestion=0.954
export IMPL_end_kind="output port"
critical path, cell delays in order:
cell and delay [ns]:
buf_8 0.38, buf_4 0.65, buf_4 0.70, buf_4 0.76, buf_4 0.49, mux4_2 0.27, o22ai_1 0.07, nor4_1 1.09
buf_4 0.25, clkdlybuf4s50_1 0.45
layer usage:
metal  vias to the layer above  global-route usage, %  routed length [µm]
met4                        98                   25.6               32100
met2                      6583                   58.6              187000
li1                      27537                      -                   -
met5                         -                   8.69                2290
met1                     34058                   51.7              127000
met3                      1567                   40.6               92200
where the power goes:
part           leakage (nW)  switching, mW  internal (mW)  total [mW]
Sequential             19.5         0.0822           3.48        3.56
Clock                  3.48           1.23           1.65        2.88
Combinational          18.1          0.548          0.371       0.920
Total                  41.1           1.86           5.49        7.36
cell type report:
type,instances,area [µm²]
antenna,61,153
clock buffer,270,5780
clock inverter,134,1280
fill,16043,92300
inverter,1,3.75
multi-input combinational,4248,42800
sequential,2048,61500
tap,2821,3530
timing repair buffer,595,5210
worst min-delay path by stage:
stage	start	endpoint	slack, ns
5_1_grt	nrst_i	REGISTER_BANK[5][14]	5.33
4_1_cts	nrst_i	REGISTER_BANK[5][14]	5.29
6_report	nrst_i	REGISTER_BANK[5][14]	5.33
through the flow:
stage               setup WS [ns]  hold slack [ns]
global placement            12.03             6.20
floorplan                   15.77             5.90
CTS                         11.94             5.29
global route                11.65             5.33
finish                      11.80             5.33
detailed placement          11.98             6.20
cell usage in the layout (no fill, tap or decap), drive strengths merged, types with 35 or more instances in the layout:
cell / synthesis / routed
a22oi: 209 / 209
o21ai: 37 / 37
edfxtp: 2048 / 2048
nor4: 92 / 92
nor2b: 45 / 45
and2: 2055 / 2055
a21oi: 39 / 39
o22ai: 315 / 315
nor2: 70 / 70
clkbuf: 473 / 270
clkinv: 0 / 103
mux2i: 290 / 290
nand3: 50 / 50
mux4: 867 / 867
diode: 0 / 61
a211oi: 35 / 35
buf: 276 / 395
clkdlybuf4s50: 0 / 200
kinds of logic after synthesis:
logic type	Yosys count	share of synthesized area (%)
AND-OR/OR-AND	657	4.08
buffers and inverters	750	3.36
flip-flops	2048	57.4
multiplexers	1189	21.3
AND/OR/NAND/NOR	2402	13.9
Power is estimated from default activity; no workload was simulated.
